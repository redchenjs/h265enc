--- /design/flow/run.sh ---
#!/bin/bash
# OpenROAD 26Q1-2900-gdf79404cd8, Yosys 0.63+post, stock flow scripts
make -C /OpenROAD-flow-scripts/flow DESIGN_CONFIG=/design/flow/config.mk WORK_HOME=/design/flow/orfs finish
--- /design/flow/config.mk ---
export PLATFORM = sky130hd
export DESIGN_NAME = md_ram
export DESIGN_NICKNAME = md_ram
export VERILOG_FILES = /design/flow/design.v
export SDC_FILE = /design/flow/constraint.sdc
export NUM_CORES = 4
export LEC_CHECK = 1
export CORE_UTILIZATION = 50
--- /design/flow/constraint.sdc ---
current_design md_ram

set clk_period 5.9
set clk_io_pct 0.2

create_clock -name clk0 -period $clk_period [get_ports {clk}]

set non_clock_inputs [all_inputs -no_clocks]
set_input_delay [expr $clk_period * $clk_io_pct] -clock clk0 $non_clock_inputs
set_output_delay [expr $clk_period * $clk_io_pct] -clock clk0 [all_outputs]
--- /design/flow/design.v ---
//synopsys translate_off
`timescale 1ns/100ps
//synopsys translate_on
module rf_2p (
				clka    ,  
				cena_i  ,
		        addra_i ,
		        dataa_o ,
				clkb    ,     
				cenb_i  ,   
				wenb_i  ,   
				addrb_i	,  
				datab_i
);
parameter     		Word_Width=32;
parameter	  		Addr_Width=8;
input                     clka;       
input   		          cena_i;     
input   [Addr_Width-1:0]  addra_i;    
output	[Word_Width-1:0]  dataa_o;    
input                     clkb;       
input   		          cenb_i;     
input   		          wenb_i;     
input   [Addr_Width-1:0]  addrb_i;    
input   [Word_Width-1:0]  datab_i;    
reg    [Word_Width-1:0]   mem_array[(1<<Addr_Width)-1:0];
reg	   [Word_Width-1:0]  dataa_r;
always @(posedge clka) begin
	if (!cena_i)
		dataa_r <= mem_array[addra_i];
	else
		dataa_r <= 'bx;
end
assign dataa_o = dataa_r;
always @(posedge clkb) begin                
	if(!cenb_i && !wenb_i) 
		mem_array[addrb_i] <= datab_i;
end
endmodule
module md_ram (
    				clk     ,
    				wdata   ,
    				waddr   ,
    				we      ,
    				rd      ,
    				raddr   ,
    				rdata  
);
input                clk   ; 
input [31:0]		 wdata ;
input [3:0]          waddr ;
input   	         we    ;
input    	         rd    ;
input [3:0]          raddr ;
output [31:0]   	 rdata ;
rf_2p #(.Addr_Width(4), .Word_Width(32))	
	   rf_2p_32x16 (
				.clka    ( clk       ),  
				.cena_i  ( ~rd       ),
		        .addra_i ( raddr		),
		        .dataa_o ( rdata     ),
				.clkb    ( clk       ),     
				.cenb_i  ( ~we       ),  
				.wenb_i  ( ~we       ),   
				.addrb_i ( waddr	),
				.datab_i ( wdata     )
);
endmodule
==> summary.txt <==
Notes on the physical design

The run finished with clean final reports. For this run, the top clock speed supported by timing is 307 MHz. The final tally of max-slew violations is 0. The buffer type at the clock tree root is sky130_fd_sc_hd__clkbuf_16.

The routed layout has 8897 vias. The script parses the final routing iteration and logs DRC violations as 0. The areal power density over the cells is 346 nW/um^2. The routed design could run at a clock period as short as 3.25 ns. The post-synthesis cell count from yosys is 838. The pin slew with the least headroom to its limit is 0.860 ns.

The worst VDD IR drop from the latest analysis is 0.279 mV. In this run, post-CTS repair resized a total of 0 instances. The count of TritonRoute iterations in the first routing pass is 6. Per the layout area report, the register area comes to 16000 um^2. The area taken by multi-input logic gates is 3750 um^2.

The run reported a max-capacitance violation count of 0. The classification of the worst-slack hold path is reg2reg. The critical path in this run is classified as in2reg. In the final layout, the fill cell count is 2668. The total routing usage reported by global routing is 0.245. The fraction of final layout cells with drive strength greater than 1 is 0.256.

The post-CTS setup buffer count is 0. The wire length per cell is 27.9 um. The share of the core area taken by cells at floorplan is 0.510. In the routed layout, each cell is associated on average with a via count of 5.91. The overall die width is 201 um. The area growth from synthesis to layout is 15.9%.

The area of the core is 38900 um^2. The number of sinks handled by clock tree synthesis is 544. TritonCTS built the clock tree. Global routing finished with a remaining overflow of 0. Looking at the clock tree report, the H-tree level count equals 2. The floorplan has 72 rows.

The via count of the first global-routing pass came to 10100. The report shows a maximum critical-path fanout of 17. Of the available clock period, the critical path in the final layout requires 0.552.

The number of distinct library cell variants in the gate-level netlist after synthesis is 18. The OpenROAD report gives the critical path a data arrival time of 3.49 ns. The number of buffers added by the clock tree synthesis step is 52.

The vertical die size is 201 um. The wire length of the first global-routing pass is 61.7 mm. For this block, the routed nets add up to 42.0 mm of wire. In this run the static leakage power is 0.00728 uW. The violation tally from detailed-route iteration zero is 372. The die covers 40500 um^2. The setup TNS is 0 ns. The initial antenna violation count is 2. The Yosys chip area is 19900 um^2. The worst setup path is captured at a flip-flop. In this run the count of I/O pins placed on the die edge is 75. The final report gives the core utilization as 0.591.

The critical path data required time is 6.14 ns. The post-synthesis sequential area ratio is 0.807. Per the placement log, port buffering inserted 73 buffers. Setup repair after global routing left no endpoint under its margin. The clock tree skew after final layout is 0.0171 ns.

The clock latency reported for the late side of the worst-skew pair is 0.58 ns. Per the final timing report, the hold violations number 0. In the CTS report, the clock slew at the register clock pins of the worst setup and hold paths is listed as 0.06 ns. The max-slew check reports its worst relative slack as 0.425.

The register bit total from synthesis is 544. The tally of OpenROAD warnings is 26. The met2 layer wire length in the routed design is 21.5 mm.

The hold-fix buffer count after cts is 0. The average size of a mapped cell is 23.7 um^2. Counting only logic cells after layout, the most numerous master is sky130_fd_sc_hd__edfxtp_1. Nets still carrying antenna violations after routing amount to 0. The HPWL after detailed placement is 19.9 mm. After detailed routing, the met3 layer carries 7.19 mm of wire. The placement summary gives the final routability congestion estimate as 0.732. The pin count of the biggest net entering global routing is 50. The netlist area before placement is 19900 um^2. The routed wirelength on the met1 layer is recorded as 12.1 mm.

Yosys printed 2 warnings. Counting along the longest clock path gives a buffer depth of 3. The number of endpoints failing setup at the final stage is 0.

The instance tally after logic synthesis is 838. The highest routing layer actually used is met5. The worst setup path is launched from a primary input. Per the cell usage report, the commonest logic cells after layout are 512 x sky130_fd_sc_hd__edfxtp_1, 128 x sky130_fd_sc_hd__mux4_2, 71 x sky130_fd_sc_hd__clkdlybuf4s50_1.
## worst max-delay path, cell delays in order
cell and delay [ns]:
sky130_fd_sc_hd__clkdlybuf4s50_1 0.54, sky130_fd_sc_hd__or3b_2 0.58, sky130_fd_sc_hd__nor2_4 0.70, sky130_fd_sc_hd__buf_4 0.47
## stage by stage
step / total power (uW) / instance area [um^2] / hold WS [ns] / worst slack [ns] / cells
global placement: 4810 / 21300 / 0.652 / 2.11 / 1412
finish: 7970 / 23000 / 0.665 / 2.65 / 1506
floorplan: 4620 / 19900 / 0.635 / 1.54 / 838
global route: 8210 / 23000 / 0.695 / 2.55 / 1505
CTS: 8040 / 23000 / 0.671 / 2.70 / 1505
detailed placement: 4820 / 21300 / 0.657 / 2.08 / 1412
## sequential cells by signal, indices dropped and copies added, names as in the netlist
signal / flops
rf_2p_32x16.mem_array: 512
rf_2p_32x16.dataa_r: 32
## synthesized netlist by cell type
cell                       number  area [um^2]
sky130_fd_sc_hd__edfxtp_1     512        15400
sky130_fd_sc_hd__mux4_2       128         2880
sky130_fd_sc_hd__a22oi_1       64          480
sky130_fd_sc_hd__nand2_1       33          124
sky130_fd_sc_hd__dfxtp_1       32          641
sky130_fd_sc_hd__clkbuf_1      17         63.8
sky130_fd_sc_hd__nor2_1        13         48.8
sky130_fd_sc_hd__buf_4         11         82.6
sky130_fd_sc_hd__buf_1          9         33.8
sky130_fd_sc_hd__buf_2          4         20.0
sky130_fd_sc_hd__nor3_1         4         20.0
sky130_fd_sc_hd__buf_6          2         22.5
sky130_fd_sc_hd__nand2b_1       2         12.5
sky130_fd_sc_hd__nand3b_1       2         15.0
sky130_fd_sc_hd__nor2b_1        2         12.5
sky130_fd_sc_hd__and2_1         1         6.26
sky130_fd_sc_hd__nand3_1        1         5.00
sky130_fd_sc_hd__or3b_2         1         8.76
## per-layer routing
layer  vias up  GRT usage
li1       3793          -
met1      4373      0.280
met2       650      0.377
met3        79      0.189
met4         2     0.0536
met5         -          0
## kinds of logic after synthesis
logic type,Yosys count,synth area share
buffers and inverters,43,0.0112
AOI/OAI and AO/OA,64,0.0242
and+or+nand+nor,59,0.0127
DFF,544,0.807
muxes,128,0.145
## final timing paths
| kind | depth (start not counted) | slack (ns) | to | from |
|---|---|---|---|---|
| max | 4 | 2.65 | rf_2p_32x16.mem_array[2][26]$_DFFE_PP_ | we |
| min | 3 | 0.67 | rf_2p_32x16.dataa_r[9]$_DFF_P_ | rf_2p_32x16.mem_array[15][9]$_DFFE_PP_ |
| max reg2reg | 3 | 4.61 | rf_2p_32x16.dataa_r[22]$_DFF_P_ | rf_2p_32x16.mem_array[9][22]$_DFFE_PP_ |
| min reg2reg | 3 | 0.67 | rf_2p_32x16.dataa_r[9]$_DFF_P_ | rf_2p_32x16.mem_array[15][9]$_DFFE_PP_ |
## cell type report
type	count	share of cell area
repair buffers	99	0.0403
multi-input cells	251	0.163
clock inverters	16	0.00658
well taps	518	0.0282
diodes	1	0.000109
flip-flops and latches	544	0.696
clock buffers	77	0.0663
## power breakdown
| group | internal (uW) | leakage [uW] | switching [uW] |
|---|---|---|---|
| Clock | 1910 | 0.000834 | 1320 |
| Sequential | 4320 | 0.00489 | 27.0 |
| Combinational | 187 | 0.00155 | 201 |
Power is estimated from default activity; no workload was simulated.
