File: run.sh
#!/bin/bash
# OpenROAD 26Q1-2900-gdf79404cd8, Yosys 0.63+post, stock flow scripts
make -C /OpenROAD-flow-scripts/flow DESIGN_CONFIG=/design/flow/config.mk WORK_HOME=/design/flow/orfs finish
File: config.mk
export PLATFORM = sky130hd
export DESIGN_NAME = prei_ram_dp_16x32
export DESIGN_NICKNAME = prei_ram_dp_16x32
export VERILOG_FILES = /design/flow/design.v
export SDC_FILE = /design/flow/constraint.sdc
export NUM_CORES = 4
export LEC_CHECK = 1
export CORE_UTILIZATION = 50
File: constraint.sdc
current_design prei_ram_dp_16x32

set clk_period 7.1
set clk_io_pct 0.2

create_clock -name clk0 -period $clk_period [get_ports {clk}]

set non_clock_inputs [all_inputs -no_clocks]
set_input_delay [expr $clk_period * $clk_io_pct] -clock clk0 $non_clock_inputs
set_output_delay [expr $clk_period * $clk_io_pct] -clock clk0 [all_outputs]
File: design.v
//synopsys translate_off
`timescale 1ns/100ps
//synopsys translate_on
module ram_dp (
				clka    ,  
				cena_i  ,
		        oena_i  ,
		        wena_i  ,
		        addra_i ,
		        dataa_o ,
		        dataa_i ,
				clkb    ,     
				cenb_i  ,   
				oenb_i  ,   
				wenb_i  ,   
				addrb_i	,
				datab_o ,   
				datab_i
);
parameter     		Word_Width=32;
parameter	  		Addr_Width=8;
input                     clka;       
input   		          cena_i;     
input   		          oena_i;     
input   		          wena_i;     
input   [Addr_Width-1:0]  addra_i;    
input   [Word_Width-1:0]  dataa_i;    
output	[Word_Width-1:0]  dataa_o;    
input                     clkb;       
input   		          cenb_i;     
input   		          oenb_i;     
input   		          wenb_i;     
input   [Addr_Width-1:0]  addrb_i;    
input   [Word_Width-1:0]  datab_i;    
output	[Word_Width-1:0]  datab_o;    
reg    [Word_Width-1:0]   mem_array[(1<<Addr_Width)-1:0];
reg	   [Word_Width-1:0]  dataa_r;
reg	   [Word_Width-1:0]  datab_r;
always @(posedge clka) begin                
	if(!cena_i && !wena_i) 
		mem_array[addra_i] <= dataa_i;
end
always @(posedge clka) begin
	if (!cena_i && wena_i)
		dataa_r <= mem_array[addra_i];
	else
		dataa_r <= 'bx;
end
assign dataa_o = oena_i ? 'bz : dataa_r;
always @(posedge clkb) begin                
	if(!cenb_i && !wenb_i) 
		mem_array[addrb_i] <= datab_i;
end
always @(posedge clkb) begin   
	if (!cenb_i && wenb_i)
		datab_r <= mem_array[addrb_i];
	else
		datab_r <= 'bx;
end
assign datab_o = oenb_i ? 'bz : datab_r;
endmodule
//synopsys translate_off
`timescale 1ns/100ps
//synopsys translate_on
module prei_ram_dp_16x32(
	clk 		,
	wr_ena_i 	,  
	wr_adr_i 	,
	wr_dat_i 	,
	rd_ena_i 	,  
	rd_adr_i 	,
	rd_dat_o 	
);
	input 				clk 		;
	input 				wr_ena_i 	;
	input 	[4 	-1 :0] 	wr_adr_i 	;
	input 	[32 -1 :0]  wr_dat_i 	;
	input 				rd_ena_i 	;
	input 	[4  -1 :0]  rd_adr_i 	;
	output  [32 -1 :0]  rd_dat_o 	;
	wire 				cen_w 		;
	assign cen_w    = wr_ena_i && rd_ena_i ;
    ram_dp #(
        .Word_Width (   32        ),
        .Addr_Width (   4         )
        ) u_ram_dp(
            .clka       ( clk       ),  
            .cena_i     ( rd_ena_i  ),  
            .oena_i     ( 1'b0      ),
            .wena_i     ( 1'b1      ),
            .addra_i    ( rd_adr_i  ),
            .dataa_o    ( rd_dat_o  ),
            .dataa_i    (           ),
            .clkb       ( clk       ),     
            .cenb_i     ( wr_ena_i  ),   
            .oenb_i     ( 1'b0      ),   
            .wenb_i     ( wr_ena_i  ),   
            .addrb_i    ( wr_adr_i  ),
            .datab_o    (           ),   
            .datab_i    ( wr_dat_i  )
        );
endmodule 
==> run_results.csv <==
group,metric,value,unit
layout,comb_area,3750,µm²
sta,finalHoldViolCount,0,
power,p_sw_share,19.0,%
route,drtIter0Drc,414,
sta,min_period_over_period,48.1,%
clock_network,cts-hold-fix-buffers,0,
global_routing,grt_pass1_vias,10200,
floorplanning,ios,75,
yosys,ys_area,19900,µm²
clock_network,clock_path_buffers,3,
placement,dp.cells,1413,
layout,drive_gt1_share,25.2,%
route,wl_per_cell,27.0,µm
floorplanning,dieArea,40500,µm²
route,wl_met3,8.19,mm
route,vias,8917,
layout,seq_area,16000,µm²
critical_path,worst_ep_required_time,7.32,ns
sta,fin_skew,0.00920,ns
sta,max_clock_freq,293,MHz
floorplanning,num_rows,72,
clock_network,cts_root_buf,"clkbuf_16",
floorplanning,die_height,201,µm
layout,lay_top_cells,"edfxtp_1, mux4_2, clkdlybuf4s50_1",
power,powerDensity,291,nW/µm²
clock_network,cts_buffers,52,
sta,relSlewSlack,45.8,%
layout,areaGrowthSynthToFinish,16.2,%
power,intPower,5450,µW
sta,drv_slew,0,
critical_path,critical_path_class,"in -> reg",
clock_network,post_cts_resized,0,
layout,layoutNonFillerInstCount,1509,
placement,globalplace.congestion,0.735,
yosys,yosysWarnings,4,
worst_hold_path,worst_hold_path_type,"reg -> reg",
flow_run,tool_warnings,26,
critical_path,cp-start-kind,"primary input",
power,p_sw,1280,µW
floorplanning,core_area,38900,µm²
flow_run,max_cap_viol_count,0,
route,routed_wirelength,40.8,mm
clock_network,htreeDepth,2,
placement,port_buffers,73,
yosys,yosysUniqueCellTypes,19,
sta,setup_slack,3.68,ns
global_routing,grt_overflow,0,
power,p_comb_share,4.8,%
power,power,6730,µW
sta,period_needed,3.42,ns
yosys,syn_avg_cell_area,23.5,µm²
clock_network,clk_pin_slew_worst_paths,0.05,ns
route,drt.antenna.violating_nets,0,
floorplanning,die_w,201,µm
power,power_frac_clock,41.5,%
global_routing,grt_first_pass_wirelength,60.7,mm
route,drc,0,
placement,dp_hpwl,18.6,mm
route,viasPerCell,5.91,
clock_network,clock_latency,0.58,ns
sta,worstMarginPinSlew,0.813,ns
global_routing,antenna_found_initial,3,
clock_network,cts.sinks,544,
sta,finalSetupTns,0,ns
critical_path,cp_max_fo,23,
yosys,syn_area,19900,µm²
power,leakage,0.00730,µW
layout,nFillCells,2681,
route,dr.pass1.iters,4,
yosys,yosysCellCount,844,
sta,rsz0062_at_grt,"no",
yosys,postSynthSeqShare,80.6,%
clock_network,tritoncts,"built",
run_status,status,"completed",
critical_path,cp_data_arrival_time,3.63,ns
route,wl_met2,18.9,mm
route,wl_met1,12.9,mm
global_routing,grt_max_degree,76,
yosys,ys.flops,544,
power,vdd_drop_max,219,µV
global_routing,grt_util_all_layers,23.7,%
yosys,synthCells,844,
layout,lay_top_count,"edfxtp_1",
placement,post-place-ws,3.13,ns
power,seqPwrFrac,53.7,%
critical_path,end_kind,"flop",
route,routed.top_layer,"met5",
floorplanning,initial_utilization,51.1,%
clock_network,post_cts_buffers,0,
layout,postLayoutCoreUtil,59.3,%
sta,setup_viol,0,
power by group through the flow:
stage / registers (µW) / logic (µW) / clock network (µW)
6_report: 3610 / 324 / 2790
5_1_grt: 3620 / 355 / 2980
4_1_cts: 3610 / 330 / 2850
registers in the layout, summed over array words and instances (netlist names):
register and count:
u_ram_dp.dataa_r 32, u_ram_dp.mem_array 512
cells in the mapped netlist:
master / count / area [µm²]
edfxtp_1: 512 / 15400
mux4_2: 128 / 2880
a22oi_1: 64 / 480
nand2_1: 34 / 128
dfxtp_1: 32 / 641
clkbuf_1: 20 / 75.1
nor3_1: 10 / 50.1
buf_1: 9 / 33.8
buf_4: 9 / 67.6
buf_2: 8 / 40.0
nor2_1: 6 / 22.5
nand2b_1: 3 / 18.8
nor2b_1: 2 / 12.5
nor4_1: 2 / 12.5
and2_1: 1 / 6.26
inv_1: 1 / 3.75
nand3_1: 1 / 5.00
nand3b_1: 1 / 7.51
or2_2: 1 / 6.26
layout make-up:
type                            count  share of cell area (%)
Clock buffer                       80                    6.48
Tap cell                          518                    2.81
Sequential cell                   544                    69.3
Clock inverter                     15                    1.11
Inverter                            1                  0.0163
Antenna cell                        1                  0.0108
Timing Repair Buffer               97                    4.00
Multi-Input combinational cell    253                    16.2
worst max-delay path, cell delays in order:
cell             delay (ns)
clkdlybuf4s50_1        0.82
nand2b_1               0.32
nor2_4                 0.54
buf_4                  0.52
stage by stage:
| step | hold WS [ns] | cell area, µm² |
|---|---|---|
| 2_1_floorplan | 0.635 | 19900 |
| 3_3_place_gp | 0.648 | 21300 |
| 4_1_cts | 0.676 | 23100 |
| 3_5_place_dp | 0.663 | 21300 |
| 6_report | 0.667 | 23100 |
| 5_1_grt | 0.698 | 23100 |
final timing paths:
kind / startpoint / endpoint / slack [ns] / cells past startpoint
setup / recovery: wr_adr_i[2] / u_ram_dp.mem_array[12][18] / 3.68 / 4
hold / removal: u_ram_dp.mem_array[6][15] / u_ram_dp.dataa_r[15] / 0.67 / 3
setup reg to reg: u_ram_dp.mem_array[10][6] / u_ram_dp.dataa_r[6] / 5.73 / 3
hold reg to reg: u_ram_dp.mem_array[6][15] / u_ram_dp.dataa_r[15] / 0.67 / 3
logic make-up after synthesis:
family / after synthesis / synth area share [%]
AND-OR/OR-AND: 64 / 2.42
buffers and inverters: 47 / 1.11
flip-flops: 544 / 80.6
multiplexers: 128 / 14.5
AND/OR/NAND/NOR: 61 / 1.35
metal layers:
| metal | vias to the layer above | track usage [%] |
|---|---|---|
| met4 | 2 | 3.73 |
| met1 | 4331 | 30.3 |
| met3 | 63 | 21.5 |
| met5 | - | 0.952 |
| li1 | 3812 | - |
| met2 | 709 | 32.5 |
No activity file was given, so power comes from the tool's default toggle rates.
