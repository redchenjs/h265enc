==> design.v <==
//synopsys translate_off
`timescale 1ns/100ps
//synopsys translate_on
module clip (
	val_in,
	val_out
);
parameter CLIP_WIDTH = 16;
input signed [CLIP_WIDTH-1  :0] val_in;
output [8-1:0] val_out;
assign val_out = ( val_in  < 0  ) ? 'd0   :
	         ( val_in  > 255) ? 'd255 :
		 val_in[8-1:0];
endmodule
module clip2 (
	val_in,
	val_out
);
parameter CLIP_WIDTH = 16;
input  signed [CLIP_WIDTH-1  :0] val_in;
output        [8-1:0] val_out;
wire   signed [10-1          :0] val_tmp;
assign val_tmp = (val_in + 'd8224) >> 6;
assign val_out = ( val_tmp  < 0  ) ? 'd0   :
	         ( val_tmp  > 255) ? 'd255 :
		 val_tmp[8-1:0];
endmodule
module fme_interpolator (
	tap_0_i		,
	tap_1_i		,
	tap_2_i		,
	tap_3_i		,
	tap_4_i		,
	tap_5_i		,
	tap_6_i		,
	tap_7_i		,
	val_o		
);
parameter TYPE       = 0;  
parameter HOR        = 0;  
parameter LAST       = 0;  
parameter IN_EXPAND  = 0;  
parameter OUT_EXPAND = 1;  
input 	signed [(IN_EXPAND+1)*8-1:0] 	 tap_0_i 	 ;  
input 	signed [(IN_EXPAND+1)*8-1:0] 	 tap_1_i 	 ;  
input 	signed [(IN_EXPAND+1)*8-1:0] 	 tap_2_i 	 ;  
input 	signed [(IN_EXPAND+1)*8-1:0] 	 tap_3_i 	 ;  
input 	signed [(IN_EXPAND+1)*8-1:0] 	 tap_4_i 	 ;  
input 	signed [(IN_EXPAND+1)*8-1:0] 	 tap_5_i 	 ;  
input 	signed [(IN_EXPAND+1)*8-1:0] 	 tap_6_i 	 ;  
input 	signed [(IN_EXPAND+1)*8-1:0] 	 tap_7_i 	 ;  
output 	signed [(OUT_EXPAND+1)*8-1:0]         val_o 	         ;  
wire   signed  [15                       :0]     val             ;  
wire   signed  [31                       :0]     val_tmp             ;  
wire   signed  [15                       :0]            tap_0            ;
wire   signed  [15                       :0]            tap_1            ;
wire   signed  [15                       :0]            tap_2            ;
wire   signed  [15                       :0]            tap_3            ;
wire   signed  [15                       :0]            tap_4            ;
wire   signed  [15                       :0]            tap_5            ;
wire   signed  [15                       :0]            tap_6            ;
wire   signed  [15                       :0]            tap_7            ;
generate 
    if(IN_EXPAND == 0) begin : expand_input
	assign tap_0 = {8'b0,tap_0_i};
	assign tap_1 = {8'b0,tap_1_i};
	assign tap_2 = {8'b0,tap_2_i};
	assign tap_3 = {8'b0,tap_3_i};
	assign tap_4 = {8'b0,tap_4_i};
	assign tap_5 = {8'b0,tap_5_i};
	assign tap_6 = {8'b0,tap_6_i};
	assign tap_7 = {8'b0,tap_7_i};
    end
    else begin :not_expand_input
	assign tap_0 = tap_0_i;
	assign tap_1 = tap_1_i;
	assign tap_2 = tap_2_i;
	assign tap_3 = tap_3_i;
	assign tap_4 = tap_4_i;
	assign tap_5 = tap_5_i;
	assign tap_6 = tap_6_i;
	assign tap_7 = tap_7_i;
    end
endgenerate
generate
if ( TYPE == 0 ) begin : half_ip
	if( LAST ) begin
			assign val = (((-1)*(tap_0 + tap_7)+4*(tap_1 + tap_6)+(-11)*(tap_2 + tap_5)+40*(tap_3 + tap_4)) + 32 ) >> 6;
	end
	else begin
		if ( HOR ) begin
			assign val = (((-1)*(tap_0 + tap_7)+4*(tap_1 + tap_6)+(-11)*(tap_2 + tap_5)+40*(tap_3 + tap_4))-8192);
		end
		else begin
			assign val = (((-1)*(tap_0 + tap_7)+4*(tap_1 + tap_6)+(-11)*(tap_2 + tap_5)+40*(tap_3 + tap_4))+526336)>>12;
		end
	end
end
else if ( TYPE == 1) begin : q1_ip
	if ( LAST ) begin
			assign val = (((-1)*tap_0+4*tap_1+(-10)*tap_2+58*tap_3+ 17*tap_4+(-5)*tap_5+tap_6) + 32 ) >> 6;
	end
	else begin
		if ( HOR ) begin
			assign val = (((-1)*tap_0+4*tap_1+(-10)*tap_2+58*tap_3+ 17*tap_4+(-5)*tap_5+tap_6) -8192 );
		end
		else begin
			assign val = (((-1)*tap_0+4*tap_1+(-10)*tap_2+58*tap_3+ 17*tap_4+(-5)*tap_5+tap_6)+526336)>>12;
		end
	end
end
else begin : q3_ip
	if ( LAST ) begin
			assign val = ((tap_1 + (-5)*tap_2 + 17*tap_3 + 58*tap_4 + (-10)*tap_5 + 4*tap_6 + (-1)*tap_7) + 32 ) >> 6;
	end
	else begin
		if ( HOR ) begin
			assign val = ((tap_1 + (-5)*tap_2 + 17*tap_3 + 58*tap_4 + (-10)*tap_5 + 4*tap_6 + (-1)*tap_7) -8192);
		end
		else begin
			assign val = ((tap_1 + (-5)*tap_2 + 17*tap_3 + 58*tap_4 + (-10)*tap_5 + 4*tap_6 + (-1)*tap_7) +526336)>>12;
			assign val_tmp = (tap_1 + (-5)*tap_2 + 17*tap_3 + 58*tap_4 + (-10)*tap_5 + 4*tap_6 + (-1)*tap_7) +526336;
		end
	end
end
endgenerate
generate
if(OUT_EXPAND == 0) begin
	clip u_clip (.val_in(val),.val_out(val_o));	
end
else begin
	assign val_o = val;
end
endgenerate
endmodule
==> run.sh <==
#!/bin/bash
# OpenROAD 26Q1-2900-gdf79404cd8, Yosys 0.63+post, stock flow scripts
make -C /OpenROAD-flow-scripts/flow DESIGN_CONFIG=/design/flow/config.mk WORK_HOME=/design/flow/orfs finish
==> config.mk <==
export PLATFORM = sky130hd
export DESIGN_NAME = clip
export DESIGN_NICKNAME = clip
export VERILOG_FILES = /design/flow/design.v
export SDC_FILE = /design/flow/constraint.sdc
export NUM_CORES = 4
export LEC_CHECK = 1
export CORE_AREA = 10 10 70 70
export DIE_AREA = 0 0 80 80
==> constraint.sdc <==
current_design clip

set clk_period 1.7
set clk_io_pct 0.2

create_clock -name clk0 -period $clk_period

set non_clock_inputs [all_inputs -no_clocks]
set_input_delay [expr $clk_period * $clk_io_pct] -clock clk0 $non_clock_inputs
set_output_delay [expr $clk_period * $clk_io_pct] -clock clk0 [all_outputs]
==> flow_summary.yaml <==
# flow metrics
status:
  status: "finished clean"
finish:
  syn_to_final_growth_pct: 291
  mi_logic_area_sq_um: 138
  fill_cells: 406
  regArea_sq_um: 0
  nClkBuffers: 0
  design_area_sq_um: 445
  drive_gt1_share_pct: 30.4
  flops: 0
logic_synthesis:
  syn_avg_cell_area_sq_um: 5.69
  ys_types: 5
  yosys-stat-area_sq_um: 114
  ys_sh_adder_pct: 0
  synthCells: 20
  synth-xor-area-share_pct: 0
  ys_cells: 20
  mux_area_share_pct: 0
  logic_family: "simple AND/OR/NAND/NOR gates"
  yosysTopAreaCell: "a31oi_1"
  ys_warn_count: 1
  top_cells_by_count: "nor2_1 (9), a31oi_1 (8), buf_1 (1), clkbuf_2 (1), nor4_4 (1)"
  ys_seq_share_pct: 0
  syn_area_sq_um: 114
  top_cell: "nor2_1"
  synthTopCellsByArea: "a31oi_1 (44%), nor2_1 (30%), nor4_4 (19%), clkbuf_2 (4.4%), buf_1 (3.3%)"
  synthAoiAreaFrac_pct: 44.0
  synth_top_area_share_pct: 44.0
  yosys.area_share.simple_pct: 48.4
routing:
  ant_nets: 0
  dr.pass1.iters: 1
  remaining_drc_errors: 0
  drt_iter0_drc: 0
  wl_per_cell_um: 9.18
  finalWirelength_um: 845
  antenna-diode-count: 0
  vias_per_cell: 2.68
  vias: 247
placed_design:
  portBuffers: 24
  place_ws_ns: -0.390
  gp_congestion: 0.758
  place_area_sq_um: 433
timing:
  fin_crit_sh_pct: 96.9
  rsz0062_at_grt: "true"
  tightest_slew_ns: 0.412
  drv_slew: 0
  min_period_ns: 1.65
  setup_viol: 0
  relSlewSlack_pct: 72.5
  fin_ws_ns: 0.0526
  hold_viol_final: 0
  fmax_mhz: 607
power:
  ir_drop_uv: 17.7
  p_per_area_mw_per_mm2: 182
  power_uw: 81.1
  total_leakage_power_uw: 0.000168
worst_setup_path:
  crit_type: "input port to output port"
  crit_path_end_kind: "output port"
  worstPathArrival_ns: 1.31
  cp-start-kind: "input port"
  critPathMaxFanout: 6
  cp.required_ns: 1.36
global_routing:
  grt_overflow: 0
  track_usage_pct: 2.24
  grt_antenna_before_repair: 0
  grt_pass1_vias: 226
  grt_max_degree: 9
  grt_pass1_wl_um: 1180
floorplan:
  fp_util_pct: 3.33
  chip_area_sq_mm: 0.00640
  dieHeight_um: 80
  io_pins: 24
  fp.coreArea_sq_mm: 0.00342
  die_width_um: 80
  rows: 21
cts:
  holdBufCountCts: 0
  post-cts-setup-buffer-count: 0
flow_run:
  tool_warnings: 33
  cap_violations: 0
hold_path:
  hold_path.class: "input port to output port"
  hold_depth: 3
==> worst max-delay path, stage by stage <==
cell and delay, ns:
clkdlybuf4s50_1 0.47, nor2_2 0.05, buf_6 0.12, a31oi_4 0.13
clkdlybuf4s15_1 0.19
==> report_power, final <==
part           total, uW  internal [uW]  switching (uW)  leakage [uW]
Sequential             0              0               0             0
Combinational       81.1           51.9            29.3      0.000168
Clock                  0              0               0             0
==> routing by layer <==
metal | share of wire (%) | vias to the layer above | wire length (um) | global-route usage [%]
met5 | 0 | - | 0 | 0
met4 | 0 | 0 | 0 | 0
met1 | 45 | 102 | 378 | 2.57
met2 | 40 | 16 | 336 | 3.77
li1 | - | 129 | - | -
met3 | 15 | 0 | 130 | 1.25
==> kinds of logic (layout without fill, tap and decap cells) <==
logic type             after synthesis  count (layout)
AND-OR/OR-AND                        8               8
buffers and inverters                2              28
AND/OR/NAND/NOR                     10              10
==> worst paths after layout <==
check                   from         end
setup / recovery  val_in[13]  val_out[5]
hold / removal    val_in[15]  val_out[2]
==> cell usage in the layout, fill, tap and decap left out, drive strengths merged <==
master / n
nor2: 9
clkdlybuf4s15: 4
clkbuf: 5
nor4: 1
dlymetal6s2s: 1
clkdlybuf4s50: 10
buf: 5
dlygate4sd2: 3
a31oi: 8
==> repair_timing <==
action / in CTS / in global routing
pin swaps: 3 / 1
gates resized: 28 / 8
endpoints found under the setup margin: 8 / 7
endpoints found under the hold margin: 0 / 0
==> area by class of cell <==
type / instances / share of cell area, %
well taps: 46 / 12.9
multi-input cells: 18 / 30.9
repair buffers: 28 / 56.2
==> metrics by stage <==
stage | std cells | utilization, % | hold WS (ns) | TNS [ns]
floorplan | 20 | - | 0.783 | 0
global placement | 92 | 12.7 | 1.66 | -3.04
detailed placement | 92 | 12.7 | 1.67 | -3.03
CTS | 92 | 13.2 | 1.31 | 0
global route | 92 | 13.0 | 1.19 | -0.00221
finish | 92 | 13.0 | 1.16 | 0
Power is estimated from default activity; no workload was simulated.
