==> flow/design.v <==
//synopsys translate_off
`timescale 1ns/100ps
//synopsys translate_on
module rf_2p_be (
				clka    ,  
				cena_i  ,
		        addra_i ,
		        dataa_o ,
				clkb    ,     
				cenb_i  ,   
				wenb_i  ,   
				addrb_i	,  
				datab_i
);
parameter     		Word_Width=32;
parameter	  		Addr_Width=8;
parameter			Byte_Width=(Word_Width>>3);
input                     clka;       
input   		          cena_i;     
input   [Addr_Width-1:0]  addra_i;    
output	[Word_Width-1:0]  dataa_o;    
input                     clkb;       
input   		          cenb_i;     
input   [Byte_Width-1:0]  wenb_i;     
input   [Addr_Width-1:0]  addrb_i;    
input   [Word_Width-1:0]  datab_i;    
reg    [Word_Width-1:0]   mem_array[(1<<Addr_Width)-1:0];
reg	   [Word_Width-1:0]  dataa_r;
reg	   [Word_Width-1:0]  datab_w;
wire   [Word_Width-1:0]  datab_m;
always @(posedge clka) begin
	if (!cena_i)
		dataa_r <= mem_array[addra_i];
	else
		dataa_r <= 'bx;
end
assign dataa_o = dataa_r;
assign datab_m = mem_array[addrb_i];
genvar j;
generate
	for (j=0; j<Byte_Width; j=j+1) begin:j_n
		always@(*) begin
			datab_w[(j+1)*8-1:j*8] = wenb_i[j] ? datab_m[(j+1)*8-1:j*8]:datab_i[(j+1)*8-1:j*8];
		end
	end
endgenerate
always @(posedge clkb) begin                
	if(!cenb_i && !(&wenb_i)) 
		mem_array[addrb_i] <= datab_w;
end
endmodule
==> flow/run.sh <==
#!/bin/bash
# OpenROAD 26Q1-2900-gdf79404cd8, Yosys 0.63+post, stock flow scripts
make -C /OpenROAD-flow-scripts/flow DESIGN_CONFIG=/design/flow/config.mk WORK_HOME=/design/flow/orfs finish
==> flow/config.mk <==
export PLATFORM = sky130hd
export DESIGN_NAME = rf_2p_be
export DESIGN_NICKNAME = rf_2p_be
export VERILOG_FILES = /design/flow/design.v
export SDC_FILE = /design/flow/constraint.sdc
export NUM_CORES = 4
export LEC_CHECK = 1
export CORE_UTILIZATION = 40
export SYNTH_MEMORY_MAX_BITS = 65536
==> flow/constraint.sdc <==
current_design rf_2p_be

set clk_period 40.6
set clk_io_pct 0.2

create_clock -name clk0 -period $clk_period [get_ports {clka}]
create_clock -name clk1 -period $clk_period [get_ports {clkb}]

set non_clock_inputs [all_inputs -no_clocks]
set_input_delay [expr $clk_period * $clk_io_pct] -clock clk0 $non_clock_inputs
set_output_delay [expr $clk_period * $clk_io_pct] -clock clk0 [all_outputs]
==> CHANGELOG.md <==
### Physical design

- Status: finished clean
- Class of the worst hold path: reg2reg
- Critical path arrival: 15.79 ns
- Crit path DRT: 40.92 ns
- Vias after detailed routing: 162000
- Dpl hpwl: 635000 µm
- Worst Setup SP: addra_i[0]
- Die H: 895 µm
- Initial antenna violation count: 60
- Tool warnings: 40
- Total GRT Usage: 25.9%
- Critical path startpoint category: primary input
- Chip Area: 0.801 mm²
- DRT antenna net count: 0
- Top Layout Cells: edfxtp_1 (8192), mux4_2 (1463), nor2_1 (1173)
- FF-to-FF setup slack: 35.93 ns
- Number of gates resized after cts: 0
- Yosys stat cell total: 15900
- Post-Route WL: 945000 µm
- # Post-CTS Setup Buffers: 0
- RSZ-0062 raised after global routing: no
- CTS clk-pin slew, worst paths: 0.13 ns
- Mapped cell area: 0.319 mm²
- Drt pass-1 iters: 10
- Chip width: 895 µm
- Reg2reg end: dataa_r[4]$_DFF_P_
- Routability Congestion: 0.988
- Post-synth ARST share: 0%
- Setup TNS: 0 ns
- WHS: 1.67 ns
- DP Worst Slack: 25.03 ns
- Least-Margin Pin Slew: 1.15 ns
- Ys Warns: 2
- Wire per inst: 33.9 µm
- Synthesized instance count: 15900
- Cell type with the largest total area: edfxtp_1
- Worst R2R Path Depth: 7
- Post-synthesis cell type count: 64
- Core ar.: 0.794 mm²
- Final WS setup: 25.13 ns
- CTS tree: built
- CTS Sinks: 8224
- Most frequent logic cell in the layout: edfxtp_1
- Num ports: 88
- Worst vdd ir: 51.1 µV
- Cts hold-fix bufs: 0
- Vias per cell: 5.79
- Main flop type: edfxtp_1
- Post-synth EDFFs: 8192
- Critical path type: in2reg
- Share of post-route cells with drive strength above 1: 20.7%
- Vias in the first global route: 173000
- Initial DRC Count: 12200
- Area growth syn-to-layout: 12.6%
- Remaining Overflow, GRT: 0
- Crit Path Max Fanout: 59
- Slew margin rel.: 22.9%
- Critical Path Sink Type: flop
- Avg Cell Area, Syn: 20.1 µm²
- Area fraction of the dominant cell type after synthesis: 77.1%
- Drt drc: 0
- Top cells by area: edfxtp_1 (77%), mux4_2 (10%), mux2i_1 (3.6%)
- Pre-Place Util: 40.2%
- Cell Pwr Density: 47.8 mW/mm²
- Post-synth regs: 8224
- Slowest cell delay on critical path: 1.14 ns
- YS chip area: 0.319 mm²
- Rows: 327
- Fin cells: 27900
- Post-synthesis sequential area ratio: 77.3%
- Max-Cap Viols: 0
- Final Hold Violation Tally: 0
- Pleak: 113 nW
- Final-report setup violation count: 0
- R2r startpoint: mem_array[211][4]$_DFFE_PP_
- Setup crit end: dataa_r[4]$_DFF_P_
- Pins Over Slew Limit: 0
- Placed cell count: 26400
- Fill cell count: 65700
- Slowest-stage cell, CP: nor4_2
- Pin count of the biggest net entering global routing: 121
- Count of input and output buffers: 85
- First-pass GRT wire length: 1310000 µm
- Crit-path cells: buf_16, buf_4, buf_4, buf_4, buf_4, buf_4, buf_4, mux2i_1, o221ai_1, a21oi_1, a211oi_1, nand4_1, nor4_2, buf_4
- Cell mode on critical path: buf_4
==> state kept, by name (all words and copies together) (netlist names) <==
| signal | cells |
|---|---|
| mem_array | 8192 |
| dataa_r | 32 |
==> through the flow <==
stage / area (µm²) / power (mW) / utilization, %
2_1_floorplan: 319000 / 9.96 / -
3_3_place_gp: 335000 / 10.4 / 42.2
3_5_place_dp: 335000 / 10.4 / 42.2
4_1_cts: 359000 / 17.3 / 45.2
5_1_grt: 359000 / 17.6 / 45.2
6_report: 359000 / 17.2 / 45.3
==> where the power goes <==
part           switching (mW)  total [mW]  leakage, nW  internal [mW]
Clock                    3.14        6.94         11.5           3.80
Combinational           0.608       0.879         27.4          0.271
Sequential             0.0121        9.36         73.9           9.35
==> layer usage <==
metal	global-route usage [%]	share of wire, %
met5	2.62	0.27
met4	12.1	6.2
met3	20.5	18
met2	36.9	46
met1	28.3	29
==> cell families after synthesis <==
family | after synthesis | synth area share [%]
DFF | 8224 | 77.3
muxes | 2655 | 14.1
and+or+nand+nor | 2352 | 3.17
AOI/OAI and AO/OA | 1662 | 3.62
buffers and inverters | 1006 | 1.78
==> final cells by class <==
cell class,instances,area (µm²),area share [%]
multi-input combinational,6669,67300,18.7
clock buffer,1032,20800,5.79
sequential,8224,247000,68.7
timing repair buffer,1005,8170,2.28
tap,10500,13200,3.67
inverter,3,26.3,0.00731
clock inverter,376,2930,0.815
antenna,83,208,0.0578
==> synthesized netlist by cell type (116+ instances only) <==
master and number:
nand2_1 564, nor4_1 146, mux2i_1 1142, buf_6 116
a21oi_1 313, o22ai_1 345, nor3_1 199, edfxtp_1 8192
clkbuf_1 476, nor2_1 1191, o221ai_1 218, mux4_2 1463
a221oi_1 134, a22oi_1 199, buf_2 207
==> worst min path at each step <==
| stage | from | to | slack [ns] | depth (start not counted) |
|---|---|---|---|---|
| 5_1_grt | mem_array[134][16]$_DFFE_PP_ | dataa_r[16]$_DFF_P_ | 1.75 | 5 |
| 4_1_cts | mem_array[135][9]$_DFFE_PP_ | dataa_r[9]$_DFF_P_ | 1.73 | 5 |
| 6_report | mem_array[134][16]$_DFFE_PP_ | dataa_r[16]$_DFF_P_ | 1.67 | 5 |
==> worst max-delay path: cells and delay by family <==
kind            cells  cell delay, ns
simple gates        2            1.73
mux                 1            0.14
buf+inv             8            4.26
compound gates      3            1.21
Power figures rest on the tool's default switching activity, not on a simulated workload.
